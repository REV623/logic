<file path="run.sh">
#!/bin/bash
# OpenROAD 26Q1-2900-gdf79404cd8, Yosys 0.63+post, stock flow scripts
make -C /OpenROAD-flow-scripts/flow DESIGN_CONFIG=/design/flow/config.mk WORK_HOME=/design/flow/orfs finish
</file>
<file path="config.mk">
export PLATFORM = sky130hd
export DESIGN_NAME = countup2bit
export DESIGN_NICKNAME = countup2bit
export VERILOG_FILES = /design/flow/design.v
export SDC_FILE = /design/flow/constraint.sdc
export NUM_CORES = 4
export LEC_CHECK = 1
export CORE_AREA = 10 10 70 70
export DIE_AREA = 0 0 80 80
</file>
<file path="constraint.sdc">
current_design countup2bit

set clk_period 1.5
set clk_io_pct 0.2

create_clock -name clk0 -period $clk_period [get_ports {clk}]

set non_clock_inputs [all_inputs -no_clocks]
set_input_delay [expr $clk_period * $clk_io_pct] -clock clk0 $non_clock_inputs
set_output_delay [expr $clk_period * $clk_io_pct] -clock clk0 [all_outputs]
</file>
<file path="design.v">
module countup2bit (a,b,c,d,e,f,g, q, clk, reset);
	output a,b,c,d,e,f,g;
	output [1:0] q;  
	input clk, reset;
	wire q0;
		T_FF tff0 (q[0], 1'b1, clk, reset);
		T_FF tff1 (q[1], q[0], clk, reset);
		BCD_to_7_segment bcds (a,b,c,d,e,f,g,{2'b00,q});
endmodule
module BCD_to_7_segment (a,b,c,d,e,f,g,q);
	output a,b,c,d,e,f,g;
	input [3:0] q;
	assign a = (q == 1 || q == 4) ? 1'b1 : 1'b0;
	assign b = (q == 5 || q == 6) ? 1'b1 : 1'b0;
	assign c = (q == 2) ? 1'b1 : 1'b0;
	assign d = (q == 1 || q == 4 || q == 7) ? 1'b1 : 1'b0;
	assign e = (q == 1 || q == 3 || q == 4 || q == 5 || q == 7 || q == 9) ? 1'b1 : 1'b0;
	assign f = (q == 1 || q == 2 || q == 3 || q == 7) ? 1'b1 : 1'b0;
	assign g = (q == 0 || q == 1 || q == 7) ? 1'b1 : 1'b0;
endmodule
module T_FF (q, t, clk, reset);
	output q;
	input t,clk,reset;
	wire d;
		xor x1(d,q,t);
		D_FF d1(q,d,clk,reset);
endmodule
module D_FF (q, d, clk, reset);
	output q;
	input d,clk,reset;
	reg q;
	always @(posedge reset or negedge clk)
		if (reset)
  			q <= 1'b0;
		else
  			q <= d;
endmodule
</file>
==> metrics.cfg <==
[setup_path]
r2r.worst_path.cells=3
crit_path_end_kind=output pin
max_stage_delay_ns=0.43
crit_path_max_fanout=3
required_ns=1.20
endpoint=g
startpoint_type=flop
reg2reg_from=tff0.d1.q$_DFF_NP0_
arrival_ns=2.02
path_cells=inv_2, ha_4, or2_1, buf_2
worst_r2r_endpoint=tff1.d1.q$_DFF_NP0_
crit_start=tff1.d1.q$_DFF_NP0_
critPathSlowestCell=dfrtn_1
crit_type=reg2out
r2r_slack_ns=0.40

[routing]
vias=167
viasPerCell=2.062
insertedDiodeCount=0
finalWirelength_um=588
drt_iter0_markers=0
wl_per_cell_um=7.259
ant_nets=0
drc=0
dr.pass1.iters=1

[synth]
edf_count=0
ys_sh_simple=0.07194
common_cells=ha_1, buf_4, inv_1, dfrtn_1, or2_1
synth_area_um2=173.9
ys_chip_area_um2=173.9
ys_sh_adder=0.3597
most_common_cell=ha_1
mux_share=0
ys_seq_frac=0.2878
synth_area_per_cell_um2=9.662
top_area_cell=ha_1
ys.flop_type=dfrtn_1
synthCells=18
synthXorXnorAreaFrac=0
synth-async-reset-ratio=1.000
ys_cells=18
top_logic_kind=adder cells
ys_sh_aoi=0
top_cell_area_share=0.3597
ys.flops=2
ys_warn_count=1
synth_cell_types=6
area_leaders=ha_1, dfrtn_1, buf_4, inv_1, or2_1

[global_route]
antenna_found_initial=0
grt_max_degree=5
grt_pass1_wl_um=848
grt-ovfl-total=0
grt_pass1_vias=209
track_usage=0.01782

[clock_network]
h-tree-depth=1
cts.sinks=2
clk_pin_slew_worst_paths_ns=0.03
clock_latency_ns=0.24
cts_tree=built
numCtsBuffers=3
root_buffer=clkbuf_4
clockBufferDepth=2

[sta]
setup_slack_ns=-0.8170
rsz0062_at_grt=yes
skew_ns=0.0004342
maxSlewViolCount=0
finalHoldViolations=0
hold_slack_ns=0.6194
finalSetupViolCount=8

[flow_run]
cap_violations=0
log.warning_count=32

[outcome]
violations=negative setup slack
status=finished, violations left

[die]
die_w_um=80
core_um2=3416
fp_util=0.05092
die_h_um=80
die_area_um2=6400
io_pins=11
row_count=21

[placement]
port_buffers=9
gp_congestion=0.6608
hpwl_um=410.4
pre_cts_slack_ns=-0.8837
dpl_cell_area_um2=319.1

[power]
p_leak_uw=0.0002012
peakVddDrop_v=0.00009170
power_uw=181.1
power.density_nw_per_um2=417.0

[cells_and_area]
final_cell_area_um2=434.2
synthToLayoutAreaGrowth_pct=149.6
fin_util=0.1271
drive_above_1_share=0.7714

[worst_hold_path]
hold_class=reg2reg

sequential cells by signal (all words and copies together), names as in the netlist:
name / flops
tff0.d1.q: 1
tff1.d1.q: 1
worst min path at each step:
| stage | slack [ns] | from | to | depth (start not counted) |
|---|---|---|---|---|
| after CTS | 0.62 | tff0.d1.q$_DFF_NP0_ | tff0.d1.q$_DFF_NP0_ | 3 |
| after global routing | 0.65 | tff0.d1.q$_DFF_NP0_ | tff0.d1.q$_DFF_NP0_ | 3 |
| final | 0.62 | tff0.d1.q$_DFF_NP0_ | tff0.d1.q$_DFF_NP0_ | 3 |
per-layer routing:
metal	track usage	routed length, um	vias to the layer above
met4	0.007042	22	0
met2	0.02408	223	14
met3	0.02386	133	3
met1	0.01460	208	71
li1	-	-	79
met5	0	0	-
cells by family after synthesis:
group / Yosys count
buf+inv: 8
fa+ha+maj: 5
flops: 2
simple gates: 2
other cells: 1
metrics by stage:
| step | std cells | setup TNS (ns) |
|---|---|---|
| 3_5_place_dp | 72 | -5.949 |
| 5_1_grt | 81 | -5.670 |
| 3_3_place_gp | 72 | -5.729 |
| 6_report | 81 | -5.290 |
| 2_1_floorplan | 18 | -1.994 |
| 4_1_cts | 81 | -5.356 |
critical path: cells and delay by family, from the launching register on:
family                   cells  cell delay [ns]
AND/OR/NAND/NOR              1             0.23
flip-flops                   1             0.43
buffers and inverters        2             0.20
adder cells (fa/ha/maj)      1             0.17
what timing repair did:
| action | CTS | global route |
|---|---|---|
| setup endpoints to repair | 8 | 8 |
| setup buffers | 6 | 0 |
| pin swaps | 3 | 1 |
| hold buffers | 0 | 0 |
| resized | 39 | 1 |
power breakdown:
group          internal (uW)  switching (uW)  total (uW)
clock network           88.5            33.8         122
logic                   2.45            1.65        4.10
registers               54.6               0        54.6
cell type report:
type | count | area (um^2)
fillers | 390 | 2982
multi-input cells | 8 | 131.4
well taps | 46 | 57.56
clock buffers | 3 | 22.52
flip-flops and latches | 2 | 50.05
inverters | 4 | 15.01
repair buffers | 18 | 157.7
placed cells by master (no fill, tap or decap):
cell type,n
ha_2,1
ha_4,4
dfrtn_1,2
inv_2,2
buf_6,8
clkbuf_4,3
conb_1,1
or2_1,2
clkdlybuf4s50_1,1
buf_4,5
inv_1,2
buf_2,4
No activity file was given, so power comes from the tool's default toggle rates.
